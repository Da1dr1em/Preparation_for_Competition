## /design/flow/config.mk

```make
export PLATFORM = sky130hd
export DESIGN_NAME = identicator
export DESIGN_NICKNAME = identicator
export VERILOG_FILES = /design/flow/design.v
export SDC_FILE = /design/flow/constraint.sdc
export NUM_CORES = 4
export LEC_CHECK = 1
export CORE_AREA = 10 10 70 70
export DIE_AREA = 0 0 80 80
```

## /design/flow/constraint.sdc

```tcl
current_design identicator

set clk_period 1.6
set clk_io_pct 0.2

create_clock -name clk0 -period $clk_period [get_ports {clk}]

set non_clock_inputs [all_inputs -no_clocks]
set_input_delay [expr $clk_period * $clk_io_pct] -clock clk0 $non_clock_inputs
set_output_delay [expr $clk_period * $clk_io_pct] -clock clk0 [all_outputs]
```

## /design/flow/design.v

```verilog
module identicator (
    input clk,
    input rst_n,
    input in,start,
    output true_out
);  
localparam EMPTY = 3'b000,ONE = 3'b001,TWO = 3'b010,THREE = 3'b011,FULL = 3'b100;                          
reg [1:4] record;
reg [1:3] state;
    always @(posedge clk or negedge rst_n)           
        begin                                        
            if(!rst_n)begin                           
                record <= 4'b0;
                state <= EMPTY;
            end                                   
            else if(start) begin
              case (state)
                EMPTY: begin record[1] <= in;
                            state <= ONE;  
                        end
                ONE:   begin record[2] <= in;
                            state <= TWO;  
                        end
                TWO:   begin record[3] <= in;
                            state <= THREE;  
                        end
                THREE: begin
                        record[4] <= in;
                        state <= FULL;  
                end
                FULL:  begin record <= {in,record[2:4]};  
                        end
                default: ;
              endcase
            end                                                               
            else ;                               
        end                                          
assign true_out = (record == 4'b1011) ? 1'b1 : 1'b0;  
endmodule
```

## /design/flow/run.sh

```bash
#!/bin/bash
# OpenROAD 26Q1-2900-gdf79404cd8, Yosys 0.63+post, stock flow scripts
make -C /OpenROAD-flow-scripts/flow DESIGN_CONFIG=/design/flow/config.mk WORK_HOME=/design/flow/orfs finish
```

==> results.sh <==
# source this file to load flow results
export IMPL_outcome="completed"
export IMPL_setup_slack_ns=0.235
export IMPL_cts_tree="done"
export IMPL_ys_warn_count=1
export IMPL_ys_cells=25
export IMPL_tns_ns=0
export IMPL_cp_max_fo=2
export IMPL_skew_ns=0.00417
export IMPL_portBuffers=4
export IMPL_cts_buffer_depth=2
export IMPL_p_clk_frac=0.372
export IMPL_drt_iter0_markers=0
export IMPL_layout_top_cell="dfrtp_1"
export IMPL_avgRoutedWirePerCell_um=7.23
export IMPL_hp_class="in -> async"
export IMPL_required_ns=1.28
export IMPL_mux_share=0.166
export IMPL_cts_max_level=1
export IMPL_post_route_period_util=0.853
export IMPL_io_pins=5
export IMPL_via_count=203
export IMPL_overflow=0
export IMPL_dpl_hpwl_um=455
export IMPL_die_area_um2=6400
export IMPL_min_period_ns=1.36
export IMPL_synth_flop_count=9
export IMPL_path_clk_slew_ns=0.06
export IMPL_warnings=25
export IMPL_arrival_ns=1.04
export IMPL_crit_path_start_kind="register"
export IMPL_tightest_slew_ns=0.380
export IMPL_ys_chip_area_um2=339
export IMPL_cts_buffers=3
export IMPL_dpl_worst_slack_ns=0.0487
export IMPL_combPwrFrac=0.069
export IMPL_core_area_um2=3420
export IMPL_cts_hold_buf=0
export IMPL_relSlewSlack=0.746
export IMPL_p_int_uw=357
export IMPL_swShare=0.198
export IMPL_drt_total_wl_um=571
export IMPL_p_switching_uw=88.1
export IMPL_p_leak_nw=0.194
export IMPL_antenna_left=0
export IMPL_cts_resized=1
export IMPL_synth_logic_top_family="multiplexers"
export IMPL_drcViolationCount=0
export IMPL_area_growth_syn_to_layout_pct=36.2
export IMPL_syn_inst=25
export IMPL_antenna_found_initial=0
export IMPL_fa_ha_area_frac=0
export IMPL_fp_util=0.0993
export IMPL_num_antenna_cells=0
export IMPL_die_h_um=80
export IMPL_power_frac_seq=0.559
export IMPL_p_per_area_nw_per_um2=964
export IMPL_grt_usage=0.0186
export IMPL_drv_slew=0
export IMPL_grt_max_degree=10
export IMPL_ys_sh_xor=0
export IMPL_cts_num_sinks=9
export IMPL_ir_drop_v=0.000147
export IMPL_synthesis_area_um2=339
export IMPL_post_cts_buffers=0
export IMPL_viasPerCell=2.57
export IMPL_crit_type="reg -> out"
export IMPL_grt_pass1_wl_um=945
export IMPL_synth_cell_types=11
export IMPL_lay_top_cells="dfrtp_1, nand2_1, mux2_1, clkbuf_4, clkdlybuf4s50_1"
export IMPL_clock_root_buffer="clkbuf_4"
export IMPL_ys_sh_aoi=0.0443
export IMPL_rows=21
export IMPL_synth_seq_share=0.668
export IMPL_avgSynthCellArea_um2=13.6
export IMPL_drv_cap=0
export IMPL_clk_latency_ns=0.25
export IMPL_rsz0062_at_grt="no"
export IMPL_hold_ws_ns=0.351
export IMPL_fp_dieW_um=80
export IMPL_fmax_ghz=0.733
export IMPL_hold_viol=0
export IMPL_grt_pass1_vias=216
export IMPL_drive_above_1_share=0.182
export IMPL_crit_path_end_kind="primary output"
export IMPL_drtPass1Iterations=1
export IMPL_setup_viol=0
export IMPL_synthSimpleGateAreaFrac=0.0996
export IMPL_routabilityCongestion=0.634
[layout make-up]
class	instances	area, µm²
well taps	46	57.6
fillers	393	2950
multi-input cells	14	105
repair buffers	4	38.8
flip-flops and latches	9	226
clock buffers	4	26.3
inverters	2	7.51
[power groups by stage]
stage         Sequential, mW  Clock (mW)  Combinational, mW
finish                 0.249       0.165             0.0308
CTS                    0.249       0.177             0.0321
global route           0.252       0.189             0.0352
[final timing paths]
path	from	to	slack, ns	depth (start not counted)
min in group clk0	state[1]	state[1]	0.47	1
hold / removal	rst_n	async pin	0.35	1
setup reg to reg	state[0]	record[1]	0.61	2
hold reg to reg	state[1]	state[1]	0.47	1
max in group asynchronous	rst_n	state[0]	0.94	1
setup / recovery	record[2]	true_out	0.24	2
[critical path, stage by stage (launching register included)]
cell           delay [ns]
dfrtp_1              0.37
and4b_1              0.23
dlygate4sd2_1        0.20
[synth_stat cells]
master	instances	area, µm²
dfrtp_1	8	200
mux2_1	3	33.8
nand2_1	3	11.3
inv_1	2	7.51
mux2_2	2	22.5
o21ai_0	2	10.0
and4b_1	1	10.0
dfstp_2	1	26.3
nand2b_1	1	6.26
nor2b_1	1	6.26
o21ai_1	1	5.00
[layer usage]
metal | share of wire | vias to the layer above | track usage | wire length (µm)
li1 | - | 101 | - | -
met1 | 0.38 | 99 | 0.0196 | 218
met2 | 0.54 | 1 | 0.0289 | 308
met3 | 0.058 | 2 | 0.0114 | 33
met4 | 0.018 | 0 | 0.00880 | 10
met5 | 0 | - | 0 | 0
[cells by family (layout without fill, tap and decap cells)]
group	after synthesis	count (layout)
flip-flops	9	9
buffers and inverters	2	10
AND-OR/OR-AND	3	3
multiplexers	5	5
AND/OR/NAND/NOR	6	6
[stage by stage]
| step | power (mW) | instances | cell area (µm²) | util |
|---|---|---|---|---|
| 6_report | 0.445 | 79 | 462 | 0.135 |
| 4_1_cts | 0.458 | 79 | 462 | 0.135 |
| 2_1_floorplan | 0.265 | 25 | 339 | - |
| 3_3_place_gp | 0.285 | 75 | 437 | 0.128 |
| 3_5_place_dp | 0.286 | 75 | 437 | 0.128 |
| 5_1_grt | 0.476 | 79 | 462 | 0.135 |
Power is estimated from default activity; no workload was simulated.
