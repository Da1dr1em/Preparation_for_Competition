==> /design/flow/design.v <==
module Matrix_plus(
    input [1:0] figure, 
    input [1:8] matrix, 
    output [1:8] final_matrix 
);
wire [1:8] final_matrix2,final_matrix3;
assign final_matrix2 = (matrix[1] == 1)?
    ({matrix[2:8],1'b0} ^ 8'b00011011) :  
    {matrix[2:8],1'b0};  
assign final_matrix3 = final_matrix2^matrix;
assign final_matrix = (figure==2'b10)? final_matrix2 : final_matrix3;
endmodule
module column_mix(
    input [1:128] messagein,
    output [1:128] messageout                   
);
wire [1:8] message_matrix [0:3][0:3];  
genvar i, j;
generate
    for (i = 0; i < 4; i = i + 1) begin : row_gen
        for (j = 0; j < 4; j = j + 1) begin : col_gen
            assign message_matrix[i][j] = messagein[8*(j*4+i)+1 : 8*(j*4+i+1)];
        end
    end
endgenerate
wire [1:8] final_matrix [0:3][0:3];
wire [1:8] plus2_matrix [0:3][0:3];
wire [1:8] plus3_matrix [0:3][0:3];
generate
    for (i = 0; i < 4; i = i + 1) begin : row_plus2_gen
        for (j = 0; j < 4; j = j + 1) begin : col_plus2_gen
            Matrix_plus plus2_inst (
                .figure(2'b10),  
                .matrix(message_matrix[i][j]),
                .final_matrix(plus2_matrix[i][j])
            );
            Matrix_plus plus3_inst (
                .figure(2'b11),  
                .matrix(message_matrix[i][j]),
                .final_matrix(plus3_matrix[i][j])
            );
        end
    end
endgenerate
generate
    for (j = 0; j<4; j=j+1) begin
        assign final_matrix[0][j] = plus2_matrix[0][j] ^ plus3_matrix[1][j] ^ message_matrix[2][j] ^ message_matrix[3][j];
        assign final_matrix[1][j] = message_matrix[0][j] ^ plus2_matrix[1][j] ^ plus3_matrix[2][j] ^ message_matrix[3][j];
        assign final_matrix[2][j] = message_matrix[0][j] ^ message_matrix[1][j] ^ plus2_matrix[2][j] ^ plus3_matrix[3][j];
        assign final_matrix[3][j] = plus3_matrix[0][j] ^ message_matrix[1][j] ^ message_matrix[2][j] ^ plus2_matrix[3][j];
    end   
endgenerate
generate
    for (i = 0; i < 4; i = i + 1) begin : out_row_gen
        for (j = 0; j < 4; j = j + 1) begin : out_col_gen
            assign messageout[8*(j*4+i)+1 : 8*(j*4+i+1)] = final_matrix[i][j];
        end
    end
endgenerate
endmodule
==> /design/flow/run.sh <==
#!/bin/bash
# OpenROAD 26Q1-2900-gdf79404cd8, Yosys 0.63+post, stock flow scripts
make -C /OpenROAD-flow-scripts/flow DESIGN_CONFIG=/design/flow/config.mk WORK_HOME=/design/flow/orfs finish
==> /design/flow/config.mk <==
export PLATFORM = sky130hd
export DESIGN_NAME = column_mix
export DESIGN_NICKNAME = column_mix
export VERILOG_FILES = /design/flow/design.v
export SDC_FILE = /design/flow/constraint.sdc
export NUM_CORES = 4
export LEC_CHECK = 1
export CORE_UTILIZATION = 40
==> /design/flow/constraint.sdc <==
current_design column_mix

set clk_period 1.8
set clk_io_pct 0.2

create_clock -name clk0 -period $clk_period

set non_clock_inputs [all_inputs -no_clocks]
set_input_delay [expr $clk_period * $clk_io_pct] -clock clk0 $non_clock_inputs
set_output_delay [expr $clk_period * $clk_io_pct] -clock clk0 [all_outputs]
==> impl_results.html <==
<!-- implementation run metrics -->
<table>
<tr><th>Metric</th><th>Value</th></tr>
<tr><th colspan="2">Route</th></tr>
<tr><td>DR pass1 iterations</td><td>4</td></tr>
<tr><td>Number of vias per cell</td><td>4.524</td></tr>
<tr><td>Average detailed-routed wire length per instance</td><td>18.07 microns</td></tr>
<tr><td>Number of antenna-violating nets in the routed design</td><td>0</td></tr>
<tr><td>Total number of vias</td><td>4,370</td></tr>
<tr><td>Detailed Route Iter0 Violations</td><td>85</td></tr>
<tr><td>Total routed wirelength</td><td>17,460 microns</td></tr>
<tr><td>Drt drc</td><td>0</td></tr>
<tr><th colspan="2">Die</th></tr>
<tr><td>X dimension of the die</td><td>115.2 microns</td></tr>
<tr><td>Number of I/O pins</td><td>256</td></tr>
<tr><td>Row count</td><td>40</td></tr>
<tr><td>Core Area</td><td>12,260 sq um</td></tr>
<tr><td>Total Die Area</td><td>13,280 sq um</td></tr>
<tr><td>Die H</td><td>115.2 microns</td></tr>
<tr><td>Starting density of the core</td><td>41.83%</td></tr>
<tr><th colspan="2">Power and ir drop</th></tr>
<tr><td>Total power</td><td>4.473 mW</td></tr>
<tr><td>Leakage power figure</td><td>5.927 nW</td></tr>
<tr><td>Cell area power density</td><td>437.1 nW/um^2</td></tr>
<tr><td>Maximum vdd drop</td><td>0.3241 mV</td></tr>
<tr><th colspan="2">Synthesis</th></tr>
<tr><td>Distinct cells, synth</td><td>7</td></tr>
<tr><td>Syn Std Cell Area</td><td>5129 sq um</td></tr>
<tr><td>Total number of yosys warnings</td><td>1</td></tr>
<tr><td>Top-area cell type share of the netlist area</td><td>59.28%</td></tr>
<tr><td>Cell types occupying the most area after synthesis</td><td>xnor3_1 59%, xor3_1 16%, xnor2_1 12%</td></tr>
<tr><td>Number of cell instances after yosys synthesis</td><td>322</td></tr>
<tr><td>Top cell types by occurrence after synthesis</td><td>135 x xnor3_1, 72 x xnor2_1, 54 x xor2_1, 35 x xor3_1, 18 x clkbuf_1</td></tr>
<tr><td>Cell taking the most area after synthesis</td><td>xnor3_1</td></tr>
<tr><td>Most repeated cell in the gate-level netlist after synthesis</td><td>xnor3_1</td></tr>
<tr><td>Register share after synthesis</td><td>0%</td></tr>
<tr><td>Chip Area, Yosys</td><td>5129 sq um</td></tr>
<tr><td>Number of instances in the synthesized netlist</td><td>322</td></tr>
<tr><td>Avg Cell Area, Syn</td><td>15.93 sq um</td></tr>
<tr><th colspan="2">Finish</th></tr>
<tr><td>Synthesis-to-finish area growth</td><td>99.54%</td></tr>
<tr><td>Fillers</td><td>651</td></tr>
<tr><td>Seq. cell area</td><td>0 sq um</td></tr>
<tr><td>Share of final-layout standard cells stronger than drive strength 1</td><td>61.18%</td></tr>
<tr><td>Number of sequential storage elements</td><td>0</td></tr>
<tr><td>Layout clock buffer count</td><td>0</td></tr>
<tr><td>Utilization after layout</td><td>83.46%</td></tr>
<tr><td>Layout Cell Area excl Fill</td><td>10,230 sq um</td></tr>
<tr><td>Post-route non-filler standard cell count</td><td>966</td></tr>
<tr><th colspan="2">Timing</th></tr>
<tr><td>Worst slew margin</td><td>80.75%</td></tr>
<tr><td>Number of hold-slack violations in the final timing report</td><td>0</td></tr>
<tr><td>Ratio of final minimum period to clock period</td><td>100.5%</td></tr>
<tr><td>Min cycle time layout</td><td>1809 ps</td></tr>
<tr><td>Finish-stage setup viols</td><td>3</td></tr>
<tr><td>PnR worst setup slack</td><td>-9.396 ps</td></tr>
<tr><td>Sum of negative setup slack</td><td>-12.83 ps</td></tr>
<tr><td>Transition time of the tightest slew-check pin</td><td>288.7 ps</td></tr>
<tr><td>Max Fclk</td><td>552.7 MHz</td></tr>
<tr><td>RSZ-0062 raised after global routing</td><td>true</td></tr>
<tr><td>Slew Viols, Final</td><td>0</td></tr>
<tr><td>Min Hold Slack</td><td>1159 ps</td></tr>
<tr><th colspan="2">Placement</th></tr>
<tr><td>Detail Placement HPWL</td><td>12,570 microns</td></tr>
<tr><td>Gpl congestion</td><td>0.8666</td></tr>
<tr><td>Cell Count Post-Placement</td><td>885</td></tr>
<tr><td>Setup slack at placement</td><td>-814.4 ps</td></tr>
<tr><td>Cell Area, Placed</td><td>9022 sq um</td></tr>
<tr><td>PortBufs</td><td>256</td></tr>
<tr><th colspan="2">Global routing</th></tr>
<tr><td>Vias in the first global route</td><td>4,648</td></tr>
<tr><td>Maximum number of pins on one net before global-route repair</td><td>7</td></tr>
<tr><td>Global-route wire length before repair</td><td>25,330 microns</td></tr>
<tr><td>Total congestion overflow</td><td>0</td></tr>
<tr><td>Total Routing Usage GR</td><td>27.30%</td></tr>
<tr><td>Initial antenna violation count</td><td>1</td></tr>
<tr><th colspan="2">Worst setup path</th></tr>
<tr><td>Worst Path Arrival</td><td>1450 ps</td></tr>
<tr><td>Type of element capturing the critical path</td><td>output pin</td></tr>
<tr><td>Critical Path RT</td><td>1440 ps</td></tr>
<tr><td>Crit Path Class</td><td>in -&gt; out</td></tr>
<tr><td>CP Launch Type</td><td>input pin</td></tr>
<tr><td>Maximum net fanout on the critical path</td><td>4</td></tr>
<tr><th colspan="2">Outcome</th></tr>
<tr><td>Result of the run</td><td>finished with violations</td></tr>
<tr><td>Violations in the final reports</td><td>negative setup slack</td></tr>
<tr><th colspan="2">Worst hold path</th></tr>
<tr><td>Min-Delay Path Depth</td><td>4</td></tr>
<tr><td>Hold Path Origin</td><td>messagein[3]</td></tr>
<tr><td>Hold-critical path endpoint</td><td>messageout[2]</td></tr>
<tr><td>Class of the tightest hold or removal check</td><td>in -&gt; out</td></tr>
<tr><th colspan="2">Job</th></tr>
<tr><td>Count of tool warnings</td><td>35</td></tr>
<tr><td>Max-cap check violation count</td><td>0</td></tr>
</table>
[logic make-up after synthesis]
family / after synthesis / share of synthesized area (%)
buffers and inverters: 22 / 1.708
xor gates and xnor gates: 300 / 98.29
[area by class of cell]
type / count / area (sq um) / share of cell area, %
Antenna cell: 2 / 5.005 / 0.04891
Multi-Input combinational cell: 300 / 6007 / 58.70
Timing Repair Buffer: 496 / 4011 / 39.20
Tap cell: 168 / 210.2 / 2.054
[worst max-delay path, cell delays in order]
cell and delay (ps):
buf_4 150, xor2_2 200, xnor3_1 330, clkdlybuf4s50_1 400
[per-layer routing]
metal / up-vias / track usage (%) / wire, microns
met5: - / 0 / 0
met3: 10 / 6.488 / 1659
met1: 2068 / 41.82 / 7031
li1: 2091 / - / -
met2: 201 / 44.22 / 8569
met4: 0 / 2.684 / 198
[cell usage in the layout (no fill, tap or decap), drive strengths merged]
cell and count:
xnor3 135, xor2 54, clkbuf 11, clkdlybuf4s50 2, xor3 35, clkdlybuf4s15 19, buf 392, dlygate4sd2 70
dlymetal6s2s 2, xnor2 76, diode 2
[what timing repair did]
item	in CTS	in global routing
buffers inserted	75	15
hold buffers	0	0
pin swaps	214	56
gates cloned	0	0
setup endpoints to repair	128	56
endpoints found under the hold margin	0	0
gates resized	960	63
[power breakdown]
part | leakage, nW | internal (mW) | switching (mW) | total, mW
sequential | 0 | 0 | 0 | 0
combinational | 5.93 | 3.16 | 1.32 | 4.47
clock | 0.0000127 | 0.000000148 | 0 | 0.000000148
total | 5.93 | 3.16 | 1.32 | 4.47
[how the worst max path moves through the flow]
| stage | endpoint | cells past startpoint | slack [ps] | from |
|---|---|---|---|---|
| after global routing | messageout[10] | 4 | -60 | messagein[11] |
| after CTS | messageout[87] | 5 | -40 | messagein[81] |
| final | messageout[10] | 4 | -9 | messagein[11] |
Power is estimated from default activity; no workload was simulated.
